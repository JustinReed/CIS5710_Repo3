File: design/flow/run.sh
#!/bin/bash
# OpenROAD 26Q1-2900-gdf79404cd8, Yosys 0.63+post, stock flow scripts
make -C /OpenROAD-flow-scripts/flow DESIGN_CONFIG=/design/flow/config.mk WORK_HOME=/design/flow/orfs finish
File: design/flow/config.mk
export PLATFORM = sky130hd
export DESIGN_NAME = divider_unsigned
export DESIGN_NICKNAME = divider_unsigned
export VERILOG_FILES = /design/flow/design.v
export SDC_FILE = /design/flow/constraint.sdc
export NUM_CORES = 4
export LEC_CHECK = 1
export CORE_UTILIZATION = 40
File: design/flow/constraint.sdc
current_design divider_unsigned

set clk_period 776.9
set clk_io_pct 0.2

create_clock -name clk0 -period $clk_period

set non_clock_inputs [all_inputs -no_clocks]
set_input_delay [expr $clk_period * $clk_io_pct] -clock clk0 $non_clock_inputs
set_output_delay [expr $clk_period * $clk_io_pct] -clock clk0 [all_outputs]
File: design/flow/design.v
`timescale 1ns / 1ns
module divider_unsigned (
    input  wire [31:0] i_dividend,
    input  wire [31:0] i_divisor,
    output wire [31:0] o_remainder,
    output wire [31:0] o_quotient
);
    wire [31:0] dividend[31:0];
    assign dividend[31] = {31'b0, i_dividend[31]};
    wire [31:0] new_dividend[31:0];
    genvar i; 
    for (i = 0; i < 32; i = i + 1) begin: divider_circuit
        divu_1iter_alt curr_circuit(.curr_dividend(dividend[31 - i]), .carry_bit(i_dividend[31 - i]), 
        .total_divisor(i_divisor), .next_dividend(new_dividend[31 - i]), .quotient_bit(o_quotient[31 - i])); 
        assign dividend[30 - i] = new_dividend[31 - i];
    end
    assign o_remainder = new_dividend[0];
endmodule
module divu_1iter_alt(
    input wire [31:0] curr_dividend, 
    input wire carry_bit, 
    input wire [31:0] total_divisor, 
    output wire [31:0] next_dividend,
    output wire quotient_bit
); 
    wire [31:0] shift_result;
    wire [31:0] dividend_compare;
    assign shift_result = {curr_dividend[30:0], carry_bit};
    assign dividend_compare = shift_result - total_divisor;
    wire is_negative;
    assign is_negative = dividend_compare[31];  
    assign next_dividend = is_negative ? shift_result : dividend_compare;
    assign quotient_bit = ~ is_negative;
endmodule
module divu_1iter (
    input  wire [31:0] i_dividend,
    input  wire [31:0] i_divisor,
    input  wire [31:0] i_remainder,
    input  wire [31:0] i_quotient,
    output wire [31:0] o_dividend,
    output wire [31:0] o_remainder,
    output wire [31:0] o_quotient
);
endmodule
==> flow_summary.toml <==
# synthesis and place-and-route metrics
[global_routing]
grt_pass1_vias = 46800
globalRouteTotalUtil_pct = 23.11
grt_overflow = 0
grt_start_max_net_pins = 59
antenna_found_initial = 3
grt_pass1_wl_um = 243600

[timing]
drv_slew = 0
fmax_mhz = 1.959
whs_ns = 311.69
max_slew.worst_pin.slew_ns = 0.9736
grt_setup_unrepaired = "no"
finalClockPeriodUsage_pct = 65.70
finalCriticalPeriod_ns = 510.43
setup_tns_ns = 0
relSlewSlack_pct = 33.41
setup_violations = 0
finalHoldViolCount = 0

[cells_and_area]
drive_above_1_share_pct = 7.761
seq_area_sq_um = 0
flops = 0
area_growth_pct = 6.042
final_cell_area_sq_um = 55090
n_clock_buffer = 0

[drt]
firstDrtPassIters = 5
drtIter0Drc = 2632
vias = 50770
vias_per_cell = 5.493
wirelength_um = 152300
antenna_left = 0
wl_per_cell_um = 16.48
route.detailed.drc = 0

[worst_setup_path]
criticalPathCategory = "in -> out"
crit_buf_inv = 58
critical_path_required_ns = 621.52
crit_path_start = "i_divisor[8]"
max_stage_delay_ns = 0.74
cp-start-kind = "input pin"
crit_top_cell = "o21ai_0"
cp_top_family = "AND-OR/OR-AND gates"
slowest_stage = "nor2_2"
cp_max_fo = 58
cp.arrival_ns = 355.05
end_kind = "output pin"

[synthesis]
yosys_cells = 7506
synth_seq_share_pct = 0
syn_inst = 7506
topCombFamilyByArea = "AND-OR/OR-AND gates"
top_cell = "ha_1"
ys_warn_count = 1
yosys.area_share.xor_xnor_pct = 12.65
avgSynthCellArea_sq_um = 6.922
simple_gate_share_pct = 18.97
synth_area_sq_um = 51950
common_cells = "ha_1, nor2_1, a21oi_1"
synth_top_cell_by_area = "ha_1"
synth-adder-area-share_pct = 24.42
mux_share_pct = 8.920
ys_types = 111
top_area_share_pct = 23.12
aoi_share_pct = 28.87
synth.area.top_cells = "ha_1, xnor2_1, mux2_2, a21oi_1, nor2_1"
yosys-stat-area_sq_um = 51950

[floorplanning]
die_w_um = 362.4
die_area_sq_um = 131300
rows = 131
die_h_um = 362.4
ios = 128
fp_util_pct = 40.53
core_area_sq_um = 128200

[run_status]
status = "completed"

[run]
warnings = 34
maxCapViolations = 0

[hold_path]
min_path_type = "in -> out"
min-delay-start = "i_dividend[0]"

[clock_network]
cts-resized-gates = 0
hold_buffers = 0
postCtsSetupRepairBufs = 0

[place]
place_area_sq_um = 55090
gp_congestion = 0.9344
dp_hpwl_um = 123400
numPortBuffers = 128
==> routing by layer <==
metal	up-vias	track usage [%]	part of all wire [%]
met4	0	4.261	2.2
li1	26940	-	-
met3	177	1.014	3.2
met1	22840	29.87	45
met5	-	0	0
met2	805	42.52	49
==> logic make-up (layout without fill, tap and decap cells) <==
group | after synthesis | count (layout)
other | 0 | 1
AOI/OAI and AO/OA | 2401 | 2401
and+or+nand+nor | 2158 | 2158
xor gates and xnor gates | 741 | 741
muxes | 407 | 407
adders and majority gates | 995 | 995
buffers and inverters | 804 | 810
==> layout by cell type (no fill, tap or decap), types with 106 or more instances in the layout <==
cell,synthesis,layout
a21boi_0,152,152
nor2_1,839,838
xnor2_1,532,530
nand2b_1,127,127
nand2_1,554,554
ha_1,960,960
xor2_1,202,202
clkdlybuf4s50_1,0,125
inv_1,593,563
a21o_1,325,325
o21ai_0,589,589
nand3_1,106,106
a21oi_1,735,734
mux2_2,328,328
nor3_1,132,132
o31ai_1,128,128
==> through the flow <==
step,worst slack (ns),instances,utilization [%]
after floorplan,283.50,7506,-
after global placement,269.89,9241,42.98
after detailed placement,268.51,9241,42.98
after CTS,267.31,9241,42.98
after global routing,243.85,9242,42.98
final,266.47,9242,42.98
==> final timing paths <==
check,endpoint,depth (start not counted)
max,o_remainder[21],997
min,o_remainder[0],4
==> final cells by class <==
class              instances  area [sq um]
diodes                     1         2.502
repair buffers           204          1837
fillers                13040         73080
multi-input cells       6702         48810
inverters                606          2277
well taps               1729          2163
