==> /design/flow/design.v <==
`timescale 1ns / 1ps
module gp1(input wire a, b,
           output wire g, p);
   assign g = a & b;
   assign p = a | b;
endmodule
module gp4(input wire [3:0] gin, pin,
           input wire cin,
           output wire gout, pout,
           output wire [2:0] cout);
   wire p1_0;  
   wire g1_0;  
   wire p3_2;  
   wire g3_2;  
   assign p1_0 = (& pin[1:0]);
   assign g1_0 = ((gin[0] & pin[1]) | gin[1]);
   assign p3_2 = (& pin[3:2]);
   assign g3_2 = ((gin[2] & pin[3]) | gin[3]);
   wire c1;
   wire c2;
   wire c3;
   assign c1 = ((cin & pin[0]) | gin[0]);
   assign c2 = ((cin & p1_0) | g1_0);
   assign c3 = ((c2 & pin[2]) | gin[2]);
   assign cout[0] = c1;
   assign cout[1] = c2;
   assign cout[2] = c3;
   assign pout = (p1_0 & p3_2);
   assign gout = ((p3_2 & g1_0) | g3_2);
endmodule
module gp8(input wire [7:0] gin, pin,
           input wire cin,
           output wire gout, pout,
           output wire [6:0] cout,
           output wire carry_last);
   wire p1_0;  
   wire g1_0;  
   wire p3_2;  
   wire g3_2;  
   assign p1_0 = (& pin[1:0]);
   assign g1_0 = ((gin[0] & pin[1]) | gin[1]);
   assign p3_2 = (& pin[3:2]);
   assign g3_2 = ((gin[2] & pin[3]) | gin[3]);
   wire c1;
   wire c2;
   wire c3;
   wire c4;
   assign c1 = ((cin & pin[0]) | gin[0]);
   assign c2 = ((cin & p1_0) | g1_0);
   assign c3 = ((c2 & pin[2]) | gin[2]);
   wire p3_0;
   wire g3_0;
   assign p3_0 = (p1_0 & p3_2);
   assign g3_0 = ((p3_2 & g1_0) | g3_2);
   assign c4 = ((p3_0 & cin) | g3_0);
   wire p5_4;  
   wire g5_4;  
   wire p7_6;  
   wire g7_6;  
   assign p5_4 = (& pin[5:4]);
   assign g5_4 = ((gin[4] & pin[5]) | gin[5]);
   assign p7_6 = (& pin[7:6]);
   assign g7_6 = ((gin[6] & pin[7]) | gin[7]);
   wire c5;
   wire c6;
   wire c7;
   assign c5 = ((c4 & pin[4]) | gin[4]);
   assign c6 = ((c4 & p5_4) | g5_4);
   assign c7 = ((c6 & pin[6]) | gin[6]);
   wire p7_4;
   wire g7_4;
   assign p7_4 = (p5_4 & p7_6);
   assign g7_4 = ((p7_6 & g5_4) | g7_6);
   assign cout[0] = c1;
   assign cout[1] = c2;
   assign cout[2] = c3;
   assign cout[3] = c4;
   assign cout[4] = c5;
   assign cout[5] = c6;
   assign cout[6] = c7;
   assign pout = (p3_0 & p7_4);
   assign gout = ((p7_4 & g3_0) | g7_4);
   assign carry_last = ((pout & cin) | gout);
endmodule
module cla
  (input wire [31:0]  a, b,
   input wire         cin,
   output wire [31:0] sum);
   wire [31:0] g_in_vector;
   wire [31:0] p_in_vector;
   genvar i; 
   genvar j;
   for (i = 0; i < 4; i = i + 1) begin: cla_circuit_part1  
      for (j = 0; j < 8; j = j + 1) begin
         gp1 curr_circuit(.a(a[8 * i + j]), .b(b[8 * i + j]), .g(g_in_vector[8 * i + j]), .p(p_in_vector[8 * i + j]));
      end
   end
   wire [27:0] carry_vector;  
   wire [3:0] g_out_vector;  
   wire [3:0] p_out_vector;  
   wire c8;
   gp8 gp8_1(.gin(g_in_vector[7:0]), .pin(p_in_vector[7:0]),  
      .cin(cin), .gout(g_out_vector[0]), .pout(p_out_vector[0]), 
      .cout(carry_vector[6:0]), .carry_last(c8));
   wire c16;
   gp8 gp8_2(.gin(g_in_vector[15:8]), .pin(p_in_vector[15:8]), 
      .cin(c8), .gout(g_out_vector[1]), .pout(p_out_vector[1]), 
      .cout(carry_vector[13:7]), .carry_last(c16));
   wire c24;
   gp8 gp8_3(.gin(g_in_vector[23:16]), .pin(p_in_vector[23:16]), 
      .cin(c16), .gout(g_out_vector[2]), .pout(p_out_vector[2]), 
      .cout(carry_vector[20:14]), .carry_last(c24));
   wire c32;
   gp8 gp8_4(.gin(g_in_vector[31:24]), .pin(p_in_vector[31:24]), 
      .cin(c24), .gout(g_out_vector[3]), .pout(p_out_vector[3]), 
      .cout(carry_vector[27:21]), .carry_last(c32));
   wire [31:0] final_carries ;
   assign final_carries = {carry_vector[27:21], c24, carry_vector[20:14], c16, 
   carry_vector[13:7], c8, carry_vector[6:0], cin};
   assign sum = ((a ^ b) ^ final_carries);
endmodule
==> /design/flow/run.sh <==
#!/bin/bash
# OpenROAD 26Q1-2900-gdf79404cd8, Yosys 0.63+post, stock flow scripts
make -C /OpenROAD-flow-scripts/flow DESIGN_CONFIG=/design/flow/config.mk WORK_HOME=/design/flow/orfs finish
==> /design/flow/config.mk <==
export PLATFORM = sky130hd
export DESIGN_NAME = cla
export DESIGN_NICKNAME = cla
export VERILOG_FILES = /design/flow/design.v
export SDC_FILE = /design/flow/constraint.sdc
export NUM_CORES = 4
export LEC_CHECK = 1
export CORE_AREA = 10 10 114 114
export DIE_AREA = 0 0 124 124
==> /design/flow/constraint.sdc <==
current_design cla

set clk_period 10.0
set clk_io_pct 0.2

create_clock -name clk0 -period $clk_period

set non_clock_inputs [all_inputs -no_clocks]
set_input_delay [expr $clk_period * $clk_io_pct] -clock clk0 $non_clock_inputs
set_output_delay [expr $clk_period * $clk_io_pct] -clock clk0 [all_outputs]
==> results.tsv <==
metric	value	unit
critical path arrival	5.51	ns
fmax	133	MHz
combinational power share	100.0	%
first-pass GRT wire length	8.64	mm
Setup TNS	0	ns
die height	124	um
vias in the first global route	1796	
Leak Pwr	1.55	nW
Total GRT Usage	6.83	%
Seq cells	0	
vias per cell	3.70	
Ys Warns	0	
P_sw	0.0571	mW
# Post-CTS Setup Buffers	0	
via count	1763	
area of the mapped netlist	1970	um2
total power	0.161	mW
Die ar.	15400	um2
# clk buffers	0	
hold_buf cts	0	
Synth-to-Final Area Change	58.1	%
Filler cells	1072	
DR pass1 iterations	4	
dominant logic cell type in the layout	clkdlybuf4s50_1	
post-CTS sizing	0	
GR Overflow Total	0	
WL/cell	11.3	um
max-slew violation count	0	
placed insts	477	
Antenna Cells	0	
die width	124	um
Worst Tran Pin Value	0.643	ns
largest net degree at the start of global routing	6	
most common logic cells in the final layout	clkdlybuf4s50_1, inv_1, ha_1	
Max Cap Viol	0	
post-route setup slack	2.49	ns
Distinct lib cells used	32	
total wire length	5.38	mm
Pre-Place Util	18.9	%
RePlAce Congestion	0.781	
Mapped Cells	244	
# port buffers	97	
Finished Layout Cells	477	
Log Warnings	77	
Core ar.	10400	um2
layout cells sized above 1	0.880	%
outcome	finished, final reports clean	
CP Class	in2out	
P per Cell Area	51.8	nW/um2
synthesized chip area reported by yosys	1970	um2
syn avg cell area	8.06	um2
Clk pwr share	0	%
FF+latch area	0	um2
DRC	0	
VDD IR-drop max	26.2	uV
Synth Seq Share	0	%
Hold WC Path Type	in2out	
Top Ports	97	
antenna violations before repair	0	
RSZ-0062 raised after global routing	false	
Combinational Area	1690	um2
startpoint type of the worst setup path	primary input	
cycle use final	75.1	%
final setup fails	0	
Reg power frac	0	%
Fin. Hold Viols	0	
DP Worst Slack	2.40	ns
CP max FO	3	
Tmin final	7.51	ns
row cnt	37	
critical path required time	8.00	ns
Worst slew margin	56.7	%
DP HPWL	5.10	mm
P_int	0.104	mW
Routed Antenna Nets	0	
Critical Path Sink Type	primary output	
post-layout util	29.8	%
initial drt markers	53	
switching portion of total power	35.5	%
Yosys Instances	244	
-- final timing paths --
path               from  endpoint  slack [ns]  depth (start not counted)
setup / recovery  a[16]   sum[31]        2.49                         11
hold / removal      cin    sum[0]        5.07                          5
-- layout make-up --
type	instances	area share [%]
Multi-Input combinational cell	170	54.3
Timing Repair Buffer	97	31.3
Inverter	74	8.94
Tap cell	136	5.48
-- power groups by stage --
stage	logic (mW)	registers, mW	clock network [mW]
6_report	0.161	0	0
5_1_grt	0.182	0	0
4_1_cts	0.167	0	0
-- cells in the mapped netlist, types with 2 or more instances --
master	count	area share [%]
a221oi_1	2	0.89
nor2b_1	4	1.3
a211o_1	4	1.8
nand2b_1	3	0.95
nor2_1	16	3.1
o21bai_1	3	1.1
inv_1	74	14
nand2_1	5	0.95
a21oi_1	10	2.5
o21ai_1	2	0.51
o31ai_1	2	0.76
xor2_1	14	6.2
nand3_1	2	0.51
nor3_1	4	1.0
ha_1	60	38
nor4_1	4	1.3
fa_1	16	16
a221o_1	2	1.0
o21ai_0	2	0.51
xnor2_1	3	1.3
-- worst max-delay path, stage by stage --
cell and delay, ns:
clkdlybuf4s50_1 0.47, ha_1 0.23, nor2b_1 0.13, o21ai_0 0.38
a21oi_1 0.12, a2111oi_0 0.55, a31oi_1 0.23, a221o_1 0.36
fa_1 0.38, xnor2_1 0.16, clkdlybuf4s50_1 0.48
-- per-layer routing --
| metal | up-vias | GRT usage [%] | wire, um |
|---|---|---|---|
| li1 | 957 | - | - |
| met1 | 751 | 9.11 | 2350 |
| met2 | 55 | 11.4 | 2500 |
| met3 | 0 | 2.02 | 522 |
| met4 | 0 | 0.144 | 0 |
| met5 | - | 0 | 0 |
-- cell families after synthesis --
logic type	Yosys count	synth area share (%)
simple gates	42	10.8
compound gates	35	13.0
xor+xnor	17	7.58
buf+inv	74	14.1
fa+ha+maj	76	54.5
-- per-stage QoR --
step           cell area [um2]  hold slack, ns
2_1_floorplan             1970            4.11
3_3_place_gp              3110            5.07
3_5_place_dp              3110            5.07
4_1_cts                   3110            5.08
5_1_grt                   3110            5.12
6_report                  3110            5.07
No activity file was given, so power comes from the tool's default toggle rates.
